===== /design/flow/run.sh =====
#!/bin/bash
# OpenROAD 26Q1-2900-gdf79404cd8, Yosys 0.63+post, stock flow scripts
make -C /OpenROAD-flow-scripts/flow DESIGN_CONFIG=/design/flow/config.mk WORK_HOME=/design/flow/orfs finish

===== /design/flow/constraint.sdc =====
current_design clock_divider

set clk_period 6.9
set clk_io_pct 0.2

create_clock -name clk0 -period $clk_period [get_ports {clk}]

set non_clock_inputs [all_inputs -no_clocks]
set_input_delay [expr $clk_period * $clk_io_pct] -clock clk0 $non_clock_inputs
set_output_delay [expr $clk_period * $clk_io_pct] -clock clk0 [all_outputs]

===== /design/flow/design.v =====
`timescale 1ns / 1ps
module clock_divider(
    input clk,
    input rst,
    output reg slow_clk
);
    reg [31:0] counter;
    always @(posedge clk or posedge rst) begin
        if (rst) begin
            counter <= 0;
            slow_clk <= 0;
        end else begin
            counter <= counter + 1;
            if (counter == 100_000_000) begin   
                counter <= 0;
                slow_clk <= ~slow_clk;
            end
        end
    end
endmodule

===== /design/flow/config.mk =====
export PLATFORM = sky130hd
export DESIGN_NAME = clock_divider
export DESIGN_NICKNAME = clock_divider
export VERILOG_FILES = /design/flow/design.v
export SDC_FILE = /design/flow/constraint.sdc
export NUM_CORES = 4
export LEC_CHECK = 1
export CORE_AREA = 10 10 105 105
export DIE_AREA = 0 0 115 115

==> reports/results.tsv <==
metric	value	unit
status	finished clean	
Detail Route Antenna Nets	0	
critical hold path startpoint	slow_clk	
R2R Path End	counter[22]	
setup_tns	0	ps
Clock transition at path regs	60	ps
number of gates resized after cts	0	
H-tree depth	2	
Slew Limit Fails	0	
Skew-Pair Late Insertion Delay	280	ps
via density per instance	4.50	
total net switching power	0.0691	mW
pin count of the biggest net entering global routing	34	
Post-synth seq share	48.0	%
EDFF count, synth	0	
P_int	0.284	mW
syn_area_per_cell	10.1	µm²
Worst Path Max Fanout	2	
yosys synthesis chip area	0.00172	mm²
CP Launch Type	register	
Final HPWL DP	2.44	mm
Port Buf Inserts	2	
R2R cell count	5	
clk_skew	2.22	ps
Async SR Flop Fraction	100	%
Sw Ratio	19.5	%
Dominant Register Cell	dfrtp_1	
Final Cycle Share	35.9	%
CP endpoint kind	primary output	
synth warn	1	
CTS Root Cell	clkbuf_8	
DR pass1 iterations	4	
worst-path cell chain	clkdlybuf4s50_1	
critical path class	reg -> out	
most instantiated logic cells after routing	dfrtp_1 (33), nand3_1 (12), xnor2_1 (12)	
Layout Utilization	22.5	%
layout cells sized above 1	9.50	%
Hold Fails Final Rpt	0	
fin crit period	2470	ps
IO Count	3	
number of cells in Yosys stat	171	
relative slew slack	70.1	%
arrival time at the worst endpoint	1090	ps
unrepaired setup endpoints after global routing	false	
Achievable Freq	0.404	GHz
Hold WC Path Type	reg -> reg	
Worst EP required	5520	ps
routed vias	1292	
fp util	19.6	%
Residual DRC	0	
Final Wtd Congestion	0.895	
tally of OpenROAD warnings	26	
Crit path buffers/inverters	1	
CTS tree	built	
Die Height	115	µm
Mapped Area	0.00172	mm²
CP max stage delay	460	ps
Top cell excl fill/tap	dfrtp_1	
post-synthesis cell count	171	
flops & latches, synth	33	
hold_buf cts	0	
ANT cells	0	
measured slew at the worst slew-check pin	443	ps
# clock sinks	33	
slowest cell on the critical path	clkdlybuf4s50_1	
P per Cell Area	179	mW/mm²
Largest delay share family, worst path	buffers and inverters	
FP Rows	34	
initial antenna violation count	0	
die width	115	µm
hold path depth	1	
Worst R2R Setup Slack	4740	ps
wire per inst	11.9	µm
Chip Area	0.0132	mm²
Clock Power Share	44.0	%
CTS Buf Count	5	
vias in the first global route	1278	
final setup fails	0	
GRT overflow	0	
final wirelength	3.42	mm
Global Route Usage Sum	5.49	%
P_leak	0.823	nW
global-route wire length before repair	6.09	mm
Max VDD drop	0.116	mV
combinational power share	1.3	%
Post-CTS Setup Inserts	0	
First DRT Iteration DRCs	112	
maxcap violations	0	
Layout area overhead	14.7	%
Synth cell types	33	
Flop pwr share	54.7	%
core area	0.00876	mm²
number of fill cells	937	
Hold EP	slow_clk	
Longest Clk Path Bufs	2	
reg2reg start	counter[0]	
## layer usage
| metal | GRT usage [%] | share of wire [%] | up-vias |
|---|---|---|---|
| met3 | 1.11 | 4.6 | 4 |
| met1 | 8.17 | 50 | 611 |
| met5 | 0 | 0 | - |
| li1 | - | - | 652 |
| met2 | 8.11 | 44 | 25 |
| met4 | 1.16 | 2.0 | 0 |
## synth_stat cells (2+ instances only)
cell type,number,area (µm²)
nand2_1,11,41.3
nor4_1,7,43.8
and4_1,2,17.5
nor2_1,7,26.3
or3_1,5,31.3
nor3_1,8,40.0
xor2_1,9,78.8
a21oi_1,6,30.0
and3_1,5,31.3
nand4_1,8,50.1
inv_1,6,22.5
dfrtp_1,33,826
or4_4,2,22.5
nor4b_1,4,35.0
xnor2_1,12,105
nand3_1,12,60.1
clkbuf_1,2,7.51
o21ai_0,6,30.0
or4_1,6,45.0
nand4_2,2,25.0
nand2b_1,2,12.5
ha_1,2,25.0
o31ai_1,4,30.0
## final cells by class
class	count	area, µm²	share of cell area, %
sequential	33	826	41.9
clock buffer	7	96.3	4.89
timing repair buffer	4	35.0	1.78
multi-input combinational	128	852	43.2
inverter	6	22.5	1.14
clock inverter	1	5.00	0.254
tap	108	135	6.85
## state kept, by name, summed over array words and instances (netlist names)
register,flops
counter,32
slow_clk,1
## per-stage QoR
step	power [mW]	setup WS [ps]	cells	hold slack [ps]	instance area (µm²)
global placement	0.202	4720	279	452	1870
detailed placement	0.202	4710	279	459	1870
CTS	0.359	4410	287	468	1970
floorplan	0.200	4800	171	420	1720
finish	0.353	4430	287	464	1970
global route	0.368	4370	287	518	1970
## how the worst max path moves through the flow
stage / from / end / cells past startpoint
CTS: slow_clk / slow_clk / 1
finish: slow_clk / slow_clk / 1
global route: slow_clk / slow_clk / 1
## logic make-up after synthesis
logic type	share of synthesized area, %
AOI/OAI and AO/OA	7.86
xor gates and xnor gates	10.7
adders and majority gates	1.46
buffers and inverters	2.69
DFF	48.0
and+or+nand+nor	29.3
## power groups by stage
| stage | clock network (mW) | registers (mW) | logic, mW |
|---|---|---|---|
| final | 0.155 | 0.193 | 0.00457 |
| after global routing | 0.169 | 0.193 | 0.00548 |
| after CTS | 0.161 | 0.193 | 0.00505 |
Power is estimated from default activity; no workload was simulated.
