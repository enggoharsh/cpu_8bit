`/design/flow/config.mk`:
```
export PLATFORM = sky130hd
export DESIGN_NAME = clk125_10
export DESIGN_NICKNAME = clk125_10
export VERILOG_FILES = /design/flow/design.v
export SDC_FILE = /design/flow/constraint.sdc
export NUM_CORES = 4
export LEC_CHECK = 1
export CORE_AREA = 10 10 104 104
export DIE_AREA = 0 0 114 114
```
`/design/flow/constraint.sdc`:
```
current_design clk125_10

set clk_period 6.0
set clk_io_pct 0.2

create_clock -name clk0 -period $clk_period [get_ports {clk}]

set non_clock_inputs [all_inputs -no_clocks]
set_input_delay [expr $clk_period * $clk_io_pct] -clock clk0 $non_clock_inputs
set_output_delay [expr $clk_period * $clk_io_pct] -clock clk0 [all_outputs]
```
`/design/flow/design.v`:
```
`timescale 1ns / 1ps
module clk125_10(input clk,
input rst,
output reg clk_10
    );
 reg [30:0] count;
 always @(posedge clk or posedge rst)
     begin
        if (rst)
            begin
                count <= 0;
                clk_10 <= 0;
            end
         else if (count == 31'd62499999)
            begin
                count <= 0;
                clk_10 <= ~clk_10;
            end
          else
            begin
                count <= count + 1;
                clk_10 <= clk_10; 
            end
     end
endmodule
```
`/design/flow/run.sh`:
```
#!/bin/bash
# OpenROAD 26Q1-2900-gdf79404cd8, Yosys 0.63+post, stock flow scripts
make -C /OpenROAD-flow-scripts/flow DESIGN_CONFIG=/design/flow/config.mk WORK_HOME=/design/flow/orfs finish
```
==> flow_summary.ini <==
; flow metrics
[outcome]
status = complete, no violations

[clock_tree]
cts_buffers = 5
clkSinkCount = 32
clockBufferDepth = 2
htree_levels = 2
ctsHoldBuffers = 0
cts_tree = yes
post-cts-setup-buffers = 0
clk_root_buffer_cell = clkbuf_8
cts.clk_slew.worst_paths_ps = 70
cts_resized = 0
clock_latency_ps = 280

[yosys]
async_reset_ff_share_pct = 100
ys_ff = 32
ys_seq_share_pct = 49.0
synth_cell_types = 31
edf_count = 0
yosys_area_um2 = 1640
yosys.area.top_type = dfrtp_1
synth_area_per_cell_um2 = 10.6
synthMostInstantiatedCell = dfrtp_1
topCellsByArea = dfrtp_1 (49%), xor2_1 (8.6%), nand4_1 (3.8%), and4_1 (3.2%), xnor2_1 (3.2%)
common_cells = dfrtp_1 (32), xor2_1 (16), nand2_1 (12)
ys_warn_count = 1
syn_inst = 155
ys_cells = 155
netlist_area_um2 = 1640
yosys.area.top_type_share_pct = 49.0
synthFlopType = dfrtp_1

[setup_path]
crit_buf_inv = 1
critical_path.cell_chain = clkdlybuf4s50_1
critPathMaxFanout = 2
rr_startpoint = count[14]$_DFF_PP0_
reg2regPathDepth = 5
crit_path_top_delay_cell = clkdlybuf4s50_1
cp.depth = 1
end_kind = primary output
worstSetupPathType = flip-flop to primary output
critPathTopFamily = buffers and inverters
worstSetupStartpoint = clk_10$_DFFE_PP0N_
worstPathArrival_ps = 1120
cp-start-kind = flip-flop
cp_data_required_time_ps = 4800
cpPeakStageDelay_ps = 480

[drt]
drt-initial-drc-count = 93
avgRoutedWirePerCell_um = 12.4
drtAntennaViolNets = 0
first_pass_iters = 4
drc = 0
vias = 1206
routed_via_density = 4.48
antennaDiodeCount = 0
drt_wl_total_mm = 3.35

[job]
warnings = 25
drv_cap = 0

[timing]
slew_headroom_pct = 65.1
tns_ps = 0
finalClockSkew_ps = 7.22
worst_slew_pin_slew_ps = 519
rsz0062_at_grt = false
drv_slew = 0
finalCriticalPeriod_ps = 2320
layout_setup_ws_ps = 3680
finalCritPeriodShare_pct = 38.7
finalHoldViolations = 0
finalSetupViolations = 0
fmax_ghz = 0.431

[global_routing]
grtUsageTotal_pct = 5.14
grt_max_degree = 33
grt_pass1_vias = 1155
grt_overflow = 0
grt_pass1_wl_mm = 5.73
antenna_found_initial = 0

[placement]
port_buffers = 2
gp_congestion = 0.863
dp.cells = 261
place_ws_ps = 3900
dpl.hpwl_mm = 2.18

[power]
switchingPower_uw = 80.3
p_leak_uw = 0.000805
seqPwrFrac_pct = 51.4
internal-power_uw = 340
switching_share_pct = 19.1
ir_worst_vdd_v = 0.000220
finalPower_uw = 420
pwr-share-clk_pct = 47.4
comb_power_share_pct = 1.3
power_density_nw_per_um2 = 224

[floorplanning]
fp.dieH_um = 114
die_w_um = 114
core_um2 = 8680
fp_util_pct = 18.8
io_pins = 3
placementRows = 34
die_area_um2 = 13000

[hold_path]
hp-start = count[0]$_DFF_PP0_
min_path_cells = 1
hp-class = flip-flop to flip-flop

[layout]
synthToLayoutAreaGrowth_pct = 14.7
layout-drive-gt1-share_pct = 10.6
final_cells = 269
## cell usage in the layout, fill, tap and decap left out
cell,count
xor2_1,16
nor2b_1,1
or3_1,2
or4_4,2
nor4bb_1,2
o21ai_0,2
a21oi_1,6
nand4_1,10
bufinv_16,1
nor2_1,10
nor4_1,8
buf_4,2
or4_1,4
clkdlybuf4s50_1,2
clkinv_2,1
nand4_4,1
clkbuf_8,5
and2_1,3
nand3_1,10
a21oi_2,2
dfrtp_1,32
nand2_1,12
xnor2_1,6
inv_1,2
nor4_4,1
ha_1,1
clkbuf_1,1
nand4_2,1
and3_2,1
nor3_1,1
and4_1,6
and3_1,1
o31ai_1,6
## area by class of cell
type	instances	area, µm²
Fill cell	950	6800
Sequential cell	32	801
Multi-Input combinational cell	115	790
Tap cell	108	135
Clock buffer	6	72.6
Clock inverter	2	35.0
Timing Repair Buffer	4	35.0
Inverter	2	7.51
## routing by layer
layer	GRT usage, %	up-vias	share of wire, %
met5	0	-	0
met4	0.668	0	0.30
met3	1.33	2	3.6
met2	7.71	19	45
met1	7.50	604	51
li1	-	581	-
## sequential cells by signal, summed over array words and instances (netlist names)
| register | flops |
|---|---|
| clk_10 | 1 |
| count | 31 |
## through the flow
step | hold slack, ps | instance area (µm²) | utilization [%]
detailed placement | 454 | 1770 | 20.4
floorplan | 420 | 1640 | -
global placement | 448 | 1770 | 20.4
finish | 462 | 1880 | 21.6
CTS | 463 | 1880 | 21.6
global route | 492 | 1880 | 21.6
## path summary, 6_finish.rpt
kind / to / slack [ps]
worst max-delay path: clk_10 / 3680
worst max register to register: clk_10$_DFFE_PP0N_ / 3860
worst min-delay path: count[0]$_DFF_PP0_ / 460
worst min register to register: count[0]$_DFF_PP0_ / 460
max in group asynchronous: count[25]$_DFF_PP0_ / 4390
min in group asynchronous: count[30]$_DFF_PP0_ / 1310
## cells by family after synthesis
logic type | Yosys count | share of synthesized area (%)
compound gates | 16 | 6.27
buf+inv | 8 | 2.75
fa+ha+maj | 1 | 0.765
xor+xnor | 22 | 11.8
flops | 32 | 49.0
simple gates | 76 | 29.5
## power by group through the flow
stage	clock network, µW	registers [µW]	logic (µW)
after CTS	205	216	5.68
after global routing	218	215	6.18
final	199	216	5.28
No activity file was given, so power comes from the tool's default toggle rates.
