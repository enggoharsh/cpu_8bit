<file path="config.mk">
export PLATFORM = sky130hd
export DESIGN_NAME = top_fpga
export DESIGN_NICKNAME = top_fpga
export VERILOG_FILES = /design/flow/design.v
export SDC_FILE = /design/flow/constraint.sdc
export NUM_CORES = 4
export LEC_CHECK = 1
export CORE_UTILIZATION = 30
</file>
<file path="constraint.sdc">
current_design top_fpga

set clk_period 8.5
set clk_io_pct 0.2

create_clock -name clk0 -period $clk_period [get_ports {clk}]

set non_clock_inputs [all_inputs -no_clocks]
set_input_delay [expr $clk_period * $clk_io_pct] -clock clk0 $non_clock_inputs
set_output_delay [expr $clk_period * $clk_io_pct] -clock clk0 [all_outputs]
</file>
<file path="design.v">
module alu(
    input  [7:0] A,
    input  [7:0] B,
    input  [1:0] sel,    
    output reg [7:0] Y,
    output      zero
);
    always @(*) begin
        case (sel)
            2'b00: Y = A + B;    
            2'b01: Y = A - B;    
            2'b10: Y = A & B;    
            2'b11: Y = A | B;    
            default: Y = 8'd0;
        endcase
    end
    assign zero = (Y == 8'd0);
endmodule
module cpu(
    input        clk,
    input        rst,
    output [7:0] pc_out,
    output [7:0] R0,
    output [7:0] R1,
    output [7:0] R2,
    output [7:0] R3,
    output       zero_flag_out
);
    wire [7:0] pc, next_pc;
    wire [7:0] instr;
    wire [7:0] A, B;
    wire [7:0] alu_out;
    wire [7:0] mem_dout;
    wire [7:0] write_data;
    wire       alu_zero;
    wire [1:0] opcode = instr[7:6];
    wire [1:0] rd     = instr[5:4];
    wire [1:0] rs     = instr[3:2];
    wire [1:0] imm2   = instr[1:0];
    wire [3:0] mem_addr = {rs, imm2};
    wire is_alu   = (opcode == 2'b00);
    wire is_load  = (opcode == 2'b01);
    wire is_store = (opcode == 2'b10);
    wire is_jump  = (opcode == 2'b11);
    wire is_jz  = is_jump && instr[5];
    wire is_jmp = is_jump && ~instr[5];
    wire regwrite = is_alu | is_load;
    wire memread  = is_load;
    wire memwrite = is_store;
    reg zero_flag;
    pc PC(
        .clk(clk),
        .rst(rst),
        .pc_in(next_pc),
        .pc_out(pc)
    );
    assign pc_out = pc;
    assign zero_flag_out = zero_flag;
    instr_mem IM(
        .addr(pc),
        .instr(instr)
    );
    wire [7:0] R0_w, R1_w, R2_w, R3_w;
    regfile RF(
        .clk(clk),
        .we(regwrite),
        .rd(rd),
        .rs(rs),
        .din(write_data),
        .A(A),
        .B(B),
        .R0_out(R0_w),
        .R1_out(R1_w),
        .R2_out(R2_w),
        .R3_out(R3_w)
    );
    assign R0 = R0_w;
    assign R1 = R1_w;
    assign R2 = R2_w;
    assign R3 = R3_w;
    alu ALU(
        .A(A),
        .B(B),
        .sel(imm2),
        .Y(alu_out),
        .zero(alu_zero)
    );
    data_mem DM(
        .clk(clk),
        .memread(memread),
        .memwrite(memwrite),
        .addr(mem_addr),
        .din(B),
        .dout(mem_dout)
    );
    assign write_data = is_load ? mem_dout : alu_out;
    always @(posedge clk or posedge rst) begin
        if (rst)
            zero_flag <= 1'b0;
        else if (is_alu && regwrite)
            zero_flag <= alu_zero;
    end
    wire [7:0] pc_plus1  = pc + 8'd1;
    wire [7:0] jump_addr = {4'b0000, instr[3:0]};
    wire take_branch =
        is_jmp |
        (is_jz & zero_flag);
    assign next_pc = take_branch ? jump_addr : pc_plus1;
endmodule
module data_mem(
    input        clk,
    input        memread,
    input        memwrite,
    input  [3:0] addr,
    input  [7:0] din,
    output reg [7:0] dout
);
    reg [7:0] mem [0:15];
    integer i;
    initial begin
        for (i = 0; i < 16; i = i + 1)
            mem[i] = 8'd0;
        mem[4'd0] = 8'd10;  
        mem[4'd1] = 8'd10;  
    end
    always @(posedge clk) begin
        if (memwrite)
            mem[addr] <= din;
    end
    always @(*) begin
        if (memread)
            dout = mem[addr];
        else
            dout = 8'd0;
    end
endmodule
module instr_mem(
    input  [7:0] addr,
    output [7:0] instr
);
    reg [7:0] mem [0:255];
    integer i;
    initial begin
        for (i = 0; i < 256; i = i + 1)
            mem[i] = 8'h00;
        mem[8'h00] = 8'h40;  
        mem[8'h01] = 8'h51;  
        mem[8'h02] = 8'h29;  
        mem[8'h03] = 8'h20;  
        mem[8'h04] = 8'h25;  
        mem[8'h05] = 8'hE7;  
        mem[8'h06] = 8'hC6;  
        mem[8'h07] = 8'hC7;  
    end
    assign instr = mem[addr];
endmodule
`timescale 1ns / 1ps
module pc(
    input        clk,
    input        rst,
    input  [7:0] pc_in,
    output reg [7:0] pc_out
);
    always @(posedge clk or posedge rst) begin
        if (rst)
            pc_out <= 8'd0;
        else
            pc_out <= pc_in;
    end
endmodule
module regfile(
    input        clk,
    input        we,
    input  [1:0] rd,        
    input  [1:0] rs,        
    input  [7:0] din,       
    output [7:0] A,         
    output [7:0] B,         
    output [7:0] R0_out,
    output [7:0] R1_out,
    output [7:0] R2_out,
    output [7:0] R3_out
);
    reg [7:0] R [0:3];
    integer i;
    initial begin
        for (i = 0; i < 4; i = i + 1)
            R[i] = 8'd0;
    end
    assign A = R[rd];
    assign B = R[rs];
    assign R0_out = R[0];
    assign R1_out = R[1];
    assign R2_out = R[2];
    assign R3_out = R[3];
    always @(posedge clk) begin
        if (we)
            R[rd] <= din;
    end
endmodule
`timescale 1ns / 1ps
module top_fpga(
    input        clk,
    input        rst,
    output [7:0] LED_PC,     
    output [7:0] LED_R0,     
    output [7:0] LED_R1,     
    output [7:0] LED_R2,     
    output [7:0] LED_R3,     
    output       LED_ZERO    
);
    cpu CPU0(
        .clk(clk),                           
        .rst(rst),
        .pc_out(LED_PC),
        .R0(LED_R0),
        .R1(LED_R1),
        .R2(LED_R2),
        .R3(LED_R3),
        .zero_flag_out(LED_ZERO)
    );
endmodule
</file>
<file path="run.sh">
#!/bin/bash
# OpenROAD 26Q1-2900-gdf79404cd8, Yosys 0.63+post, stock flow scripts
make -C /OpenROAD-flow-scripts/flow DESIGN_CONFIG=/design/flow/config.mk WORK_HOME=/design/flow/orfs finish
</file>
==> impl_summary.log <==
[metrics] run summary
[metrics] Cell area leaders: sky130_fd_sc_hd__edfxtp_1 (47%), sky130_fd_sc_hd__nor2_1 (5.5%), sky130_fd_sc_hd__dfrtp_1 (5.5%)
[metrics] clock buffer depth: 2
[metrics] Slew HR: 0.473
[metrics] mean instance size in the synthesized netlist: 10.6 um^2
[metrics] total inserted antenna cells: 0
[metrics] Seq cells post-synth: between 70 and 80
[metrics] antenna violations before repair: 0
[metrics] number of I/O port buffers: approximately 42
[metrics] GRT Residual Overflow: 0
[metrics] class of the tightest hold or removal check: reg2reg
[metrics] final wirelength: 10800 um
[metrics] transition time of the tightest slew-check pin: 787 ps
[metrics] routability congestion estimate: 0.920
[metrics] Pre-Repair DR Iteration Count: 5
[metrics] cts hold-fix bufs: 0
[metrics] clock-pin slew on the worst setup and hold paths: 60 ps
[metrics] Met2 Wirelength: 4790 um
[metrics] GRT Resource Usage Total: 0.163
[metrics] max-slew violation total from the final report: 0
[metrics] vertical extent of the die: about 120 um
[metrics] count of yosys warnings during synthesis: 6
[metrics] wire length on met1: 4910 um
[metrics] area figure in the yosys stat output: 4130 um^2
[metrics] dpl hpwl: between 7000 and 8000 um
[metrics] area overhead of the layout relative to synthesis: 25.5%
[metrics] uppermost layer routed: met4
[metrics] Pleak: 2.02 nW
[metrics] number of synthesized flops with an enable pin: 64
[metrics] clock latency on the worst-skew pair: between 300 and 400 ps
[metrics] total negative slack for setup checks: 0 ps
[metrics] floorplan core density: 0.309
[metrics] CTS H-tree lvls: 3
[metrics] number of distinct library cells after synthesis: 64
[metrics] clock tree from TritonCTS: yes
[metrics] layout cells sized above 1: 0.0835
[metrics] Post-Route Skew: just over 7 ps
[metrics] status: finished, final reports clean
[metrics] unrepaired setup endpoints after global routing: no
[metrics] post-route minimum period: between 4000 and 5000 ps
[metrics] Setup violations, final: 0
[metrics] Vias per Instance: between 5 and 6
[metrics] remaining routing DRC violations: 0
[metrics] type of the setup path with the least slack: reg2reg
[metrics] slowest cell delay on critical path: 730 ps
[metrics] most instantiated flip-flop cell in the synthesis netlist: sky130_fd_sc_hd__edfxtp_1
[metrics] Cell Chain, Critical Path: nor2_1, o211a_1, nand2_1, nand2_1, xnor2_1, inv_1, ha_1, or2_2, o311ai_2, a21oi_1, a211oi_1, xnor2_1, o31a_1
[metrics] via count of the first global-routing pass: approximately 3100
[metrics] Worst setup SP type: flip-flop
[metrics] first-pass GRT wire length: 17200 um
[metrics] buffers inserted during post-CTS setup optimization: 0
[metrics] Row Count: 42
[metrics] max cap viols: 0
[metrics] final critical-path share of the clock period: 0.548
[metrics] Area after DPL: 4860 um^2
[metrics] endpoint arrival time on the critical path: roughly 4700 ps
[metrics] PwrDens: 154 nW/um^2
[metrics] Power, Total: 0.000798 W
[metrics] width of the chip: 119 um
[metrics] maximum net fanout on the critical path: 20
[metrics] kind of capture point of the worst setup path: flip-flop
[metrics] proportion of synthesized flip-flops having asynchronous set or reset: 0.123
[metrics] cells resized by post-CTS repair: 0
[metrics] utilization after layout: 0.388
[metrics] die footprint: 14200 um^2
[metrics] final-layout fill cell count: 1283
[metrics] total via count after detailed routing: 3294
[metrics] cell count in the Yosys report: 388
[metrics] count of cells along the worst register-to-register path: 13
[metrics] Fmax: 215 MHz
[metrics] Final Hold Violating Endpoints: 0
[metrics] slowest cell on the critical path: sky130_fd_sc_hd__o211a_1
[metrics] number of instances in the synthesized netlist: 388
[metrics] worst hold path depth: 1
[metrics] number of buffers inserted during clock tree synthesis: 9
[metrics] peak supply drop: approximately 0.08 mV
[metrics] sequential element share of the synthesized area: 0.520
[metrics] maximum number of pins on one net before global-route repair: 29
[metrics] Antenna Violating Nets Remaining: 0
[metrics] post-route standard cell area excluding fillers: 5180 um^2
[metrics] Required @ worst endpoint: approximately 8600 ps
[metrics] sinks on the clock net: 73
[metrics] area of the core: 13300 um^2
[metrics] clock root buffer: sky130_fd_sc_hd__clkbuf_16
[metrics] area leader, netlist: sky130_fd_sc_hd__edfxtp_1
[metrics] number of top-level design ports: 43
[metrics] top cell type's share of synthesized area: 0.465
[metrics] met3 layer wire length in the routed design: roughly 840 um
[metrics] netlist area before placement: between 4000 and 5000 um^2
[metrics] per-cell routed wire length: roughly 17 um
[metrics] DR iter-0 viols: 209
[metrics] number of warnings in the stage logs: 29
-- logic make-up (layout without fill, tap and decap cells) --
kind of cell | after synthesis | in the layout | synth area share
other | 1 | 32 | 0.000908
muxes | 7 | 7 | 0.0170
adders and majority gates | 14 | 14 | 0.0436
buffers and inverters | 32 | 80 | 0.0324
xor gates and xnor gates | 17 | 17 | 0.0360
DFF | 73 | 73 | 0.520
AOI/OAI and AO/OA | 92 | 92 | 0.173
and+or+nand+nor | 152 | 152 | 0.177
-- worst paths after layout --
| kind | to | start | slack, ps |
|---|---|---|---|
| worst max-delay path | CPU0.RF.R[3][7] | CPU0.PC.pc_out[7] | 3840 |
| worst min-delay path | CPU0.PC.pc_out[6] | CPU0.PC.pc_out[6] | 560 |
| worst min register to register | CPU0.PC.pc_out[6] | CPU0.PC.pc_out[6] | 560 |
| max in group asynchronous | CPU0.PC.pc_out[1] | rst | 6550 |
| min in group asynchronous | CPU0.PC.pc_out[5] | rst | 1650 |
| worst max register to register | CPU0.RF.R[3][7] | CPU0.PC.pc_out[7] | 3840 |
-- area by class of cell --
type / instances / area, um^2 / area share
Clock buffer: 9 / 225 / 0.0435
Clock inverter: 7 / 95.1 / 0.0183
Inverter: 15 / 56.3 / 0.0109
Multi-Input combinational cell: 314 / 1970 / 0.379
Sequential cell: 73 / 2150 / 0.414
Tap cell: 176 / 220 / 0.0425
Timing Repair Buffer: 49 / 473 / 0.0913
-- stage by stage --
stage	worst slack, ps	hold slack [ps]	instances
after detailed placement	3970	559	627
final	3840	565	643
after global placement	3990	549	627
after global routing	3610	598	643
after CTS	3900	570	643
after floorplan	4670	480	419
-- cell usage after synthesis, types with 8 or more instances --
| cell type | instances |
|---|---|
| sky130_fd_sc_hd__ha_1 | 12 |
| sky130_fd_sc_hd__dfrtp_1 | 9 |
| sky130_fd_sc_hd__a21oi_1 | 18 |
| sky130_fd_sc_hd__inv_1 | 15 |
| sky130_fd_sc_hd__nand2_1 | 34 |
| sky130_fd_sc_hd__edfxtp_1 | 64 |
| sky130_fd_sc_hd__nor2_1 | 61 |
| sky130_fd_sc_hd__o22ai_1 | 9 |
| sky130_fd_sc_hd__clkbuf_1 | 12 |
| sky130_fd_sc_hd__nor3_1 | 8 |
| sky130_fd_sc_hd__xnor2_1 | 12 |
| sky130_fd_sc_hd__o21ai_0 | 13 |
-- layout by cell type (no fill, tap or decap), types with 5 or more instances in the layout --
cell type                         instances
sky130_fd_sc_hd__nand2b_1                 7
sky130_fd_sc_hd__inv_1                   15
sky130_fd_sc_hd__buf_4                    7
sky130_fd_sc_hd__nor2b_1                  6
sky130_fd_sc_hd__a21oi_1                 18
sky130_fd_sc_hd__clkbuf_16                9
sky130_fd_sc_hd__o211ai_1                 5
sky130_fd_sc_hd__nand2_1                 34
sky130_fd_sc_hd__edfxtp_1                64
sky130_fd_sc_hd__nor2_1                  61
sky130_fd_sc_hd__nor3_1                   8
sky130_fd_sc_hd__xnor2_1                 12
sky130_fd_sc_hd__or3_1                    6
sky130_fd_sc_hd__and2_1                   5
sky130_fd_sc_hd__o22ai_1                  9
sky130_fd_sc_hd__mux2i_1                  7
sky130_fd_sc_hd__conb_1                  32
sky130_fd_sc_hd__o21ai_0                 13
sky130_fd_sc_hd__xor2_1                   5
sky130_fd_sc_hd__ha_1                    12
sky130_fd_sc_hd__nand3_1                  6
sky130_fd_sc_hd__clkdlybuf4s50_1         42
sky130_fd_sc_hd__dfrtp_1                  9
-- where the power goes --
| part | total (W) | internal [W] | switching [W] |
|---|---|---|---|
| Clock | 0.000400 | 0.000257 | 0.000144 |
| Combinational | 0.00000628 | 0.00000149 | 0.00000480 |
| Sequential | 0.000392 | 0.000391 | 0.000000938 |
| Total | 0.000798 | 0.000649 | 0.000149 |
-- routing by layer --
metal	GRT usage	up-vias
li1	-	1549
met1	0.248	1591
met2	0.239	132
met3	0.0519	22
met4	0.0266	0
met5	0	-
-- state kept, by name, indices dropped and copies added (netlist names) --
signal and flops:
CPU0.PC.pc_out 8, CPU0.RF.R 32, CPU0.DM.mem 32, CPU0.zero_flag 1
-- critical path: cells and delay by family (launching register included) --
family | cells | cell delay, ps
buffers and inverters | 1 | 80
adders and majority gates | 1 | 210
AOI/OAI and AO/OA | 5 | 1830
DFF | 1 | 490
xor gates and xnor gates | 2 | 330
and+or+nand+nor | 4 | 1440
Power and IR drop assume default switching activity.
